===== config.mk =====
export PLATFORM = sky130hd
export DESIGN_NAME = pes_ic
export DESIGN_NICKNAME = pes_ic
export VERILOG_FILES = /design/flow/design.v
export SDC_FILE = /design/flow/constraint.sdc
export NUM_CORES = 4
export LEC_CHECK = 1
export CORE_UTILIZATION = 40

===== run.sh =====
#!/bin/bash
# OpenROAD 26Q1-2900-gdf79404cd8, Yosys 0.63+post, stock flow scripts
make -C /OpenROAD-flow-scripts/flow DESIGN_CONFIG=/design/flow/config.mk WORK_HOME=/design/flow/orfs finish

===== constraint.sdc =====
current_design pes_ic

set clk_period 4.1
set clk_io_pct 0.2

create_clock -name clk0 -period $clk_period [get_ports {clk_in}]

set non_clock_inputs [all_inputs -no_clocks]
set_input_delay [expr $clk_period * $clk_io_pct] -clock clk0 $non_clock_inputs
set_output_delay [expr $clk_period * $clk_io_pct] -clock clk0 [all_outputs]

===== design.v =====
module pes_ic (
        input   wire            clk_in,      
        input   wire            rst_in,      
        input   wire    [7:0]   intr_rq,     
        inout   wire    [7:0]   intr_bus,    
        input   wire            intr_in,     
        output  wire            intr_out,    
        output  wire            bus_oe       
    );
    localparam  [3:0]   S_Reset                 = 4'b0000,   
                        S_GetCommands           = 4'b0001,   
                        S_JumpIntMethod         = 4'b0010,   
                        S_StartPolling          = 4'b0011,   
                        S_TxIntInfoPolling      = 4'b0100,   
                        S_AckTxInfoRxPolling    = 4'b0101,   
                        S_AckISRDonePolling     = 4'b0110,   
                        S_StartPriority         = 4'b0111,   
                        S_TxIntInfoPriority     = 4'b1000,   
                        S_AckTxInfoRxPriority   = 4'b1001,   
                        S_AckISRDonePriority    = 4'b1010,   
                        S_Reserved1             = 4'b1011,   
                        S_Reserved2             = 4'b1100,   
                        S_Reserved3             = 4'b1101,   
                        S_Reserved4             = 4'b1110,   
                        S_Reserved5             = 4'b1111;   
    reg     [3:0]   state_reg, state_next;           
    reg     [1:0]   cmdMode_reg, cmdMode_next;       
    reg     [1:0]   cmdCycle_reg, cmdCycle_next;     
    reg     [2:0]   intrIndex_reg, intrIndex_next;   
    reg     [2:0]   intrPtr_reg, intrPtr_next;       
    reg     [2:0]   prior_table_next [0:7]; 
    reg     [2:0]   prior_table_reg [0:7];
    reg             oe_reg, oe_next;                 
    reg     [7:0]   intrBus_reg, intrBus_next;       
    reg             intrOut_reg, intrOut_next;       
    integer         i;
    always @ (posedge clk_in or posedge rst_in) begin
        if (rst_in) begin
            state_reg           <=  S_Reset;
            cmdMode_reg         <=  2'b00;
            cmdCycle_reg        <=  2'b00;
            oe_reg              <=  1'b0;
            intrBus_reg         <=  8'bzzzzzzzz;
            intrOut_reg         <=  1'b0;
            intrIndex_reg       <=  3'b000;
            intrPtr_reg         <=  3'b000;
            for (i = 0; i < 8; i = i + 1) begin
                prior_table_reg[i]  <=  3'b000;
            end
        end
        else begin
            state_reg           <=  state_next;
            cmdMode_reg         <=  cmdMode_next;
            cmdCycle_reg        <=  cmdCycle_next;
            intrBus_reg         <=  intrBus_next;
            intrOut_reg         <=  intrOut_next;
            oe_reg              <=  oe_next;
            intrIndex_reg       <=  intrIndex_next;
            intrPtr_reg         <=  intrPtr_next;
            for (i = 0; i < 8; i = i + 1) begin
                prior_table_reg[i]  <=  prior_table_next[i];
            end
        end
    end
    always @(*) begin
        state_next          =   state_reg;
        cmdMode_next        =   cmdMode_reg;
        cmdCycle_next       =   cmdCycle_reg;
        oe_next             =   oe_reg;
        intrOut_next        =   intrOut_reg;
        intrBus_next        =   intrBus_reg;
        intrIndex_next      =   intrIndex_reg;
        intrPtr_next        =   intrPtr_reg;
        for (i = 0; i < 8; i = i + 1) begin
            prior_table_next[i] =   prior_table_reg[i];
        end
        case (state_reg)
            S_Reset: begin  
                cmdMode_next        =   2'b00;
                cmdCycle_next       =   2'b00;
                intrIndex_next      =   3'b000;
                intrPtr_next        =   3'b000;
                for (i = 0; i < 8; i = i + 1) begin
                    prior_table_next[i] =   3'b000;
                end
                oe_next             =   1'b0;
                state_next  =   S_GetCommands;           
            end
            S_GetCommands: begin  
                oe_next =   1'b0;
                case (intr_bus[1:0])
                    2'b01: begin                                                 
                        cmdMode_next    =   2'b01;                               
                        state_next      =   S_JumpIntMethod;                     
                    end
                    2'b10: begin                                                 
                        case (cmdCycle_reg)
                            2'b00: begin
                                prior_table_next[0] =   intr_bus[7:5];           
                                prior_table_next[1] =   intr_bus[4:2];           
                                state_next          =   S_GetCommands;
                                cmdCycle_next       =   cmdCycle_reg + 1'b1;
                            end
                            2'b01: begin
                                prior_table_next[2] =   intr_bus[7:5];           
                                prior_table_next[3] =   intr_bus[4:2];           
                                state_next          =   S_GetCommands;
                                cmdCycle_next       =   cmdCycle_reg + 1'b1;
                            end
                            2'b10: begin
                                prior_table_next[4] =   intr_bus[7:5];           
                                prior_table_next[5] =   intr_bus[4:2];           
                                state_next          =   S_GetCommands;
                                cmdCycle_next       =   cmdCycle_reg + 1'b1;
                            end
                            2'b11: begin
                                prior_table_next[6] =   intr_bus[7:5];           
                                prior_table_next[7] =   intr_bus[4:2];           
                                state_next          =   S_JumpIntMethod;         
                                cmdCycle_next       =   cmdCycle_reg + 1'b1;
                                cmdMode_next        =   2'b10;                   
                            end
                            default: begin
                                state_next      =   S_GetCommands;               
                                cmdCycle_next   =   2'b00;                       
                                cmdMode_next    =   2'b00;                       
                            end
                        endcase
                    end
                    default: begin                                               
                        state_next  =   S_GetCommands;
                    end
                endcase
            end
            S_JumpIntMethod: begin  
                intrIndex_next  =   3'b000;
                intrPtr_next    =   3'b000;
                case (cmdMode_reg)
                    2'b01: begin                             
                        state_next  =   S_StartPolling;
                    end
                    2'b10: begin                             
                        state_next  =   S_StartPriority;
                    end
                    default: begin                           
                        state_next  =   S_Reset;
                    end
                endcase
                oe_next         =   1'b0;                    
            end
            S_StartPolling: begin  
                if (intr_rq[intrIndex_reg]) begin            
                    intrOut_next    =   1'b1;                
                    state_next      =   S_TxIntInfoPolling;  
                end
                else begin                                   
                    intrOut_next    =   1'b0;                
                    intrIndex_next  =   intrIndex_reg + 1;   
                end
                oe_next         =   1'b0;                    
            end
            S_TxIntInfoPolling: begin  
                if (~intr_in) begin                                  
                    intrOut_next    =   1'b0;                        
                    intrBus_next    =   {5'b01011, intrIndex_reg};   
                    oe_next         =   1'b1;                        
                    state_next      =   S_AckTxInfoRxPolling;        
                end                                                  
                else
                    state_next      =   S_TxIntInfoPolling;
            end
            S_AckTxInfoRxPolling: begin  
                if (~intr_in) begin                                  
                    oe_next         =   1'b0;                        
                    state_next      =   S_AckISRDonePolling;         
                end                                                  
            end
            S_AckISRDonePolling: begin  
                if ((~intr_in) && (intr_bus[7:3] == 5'b10100) && (intr_bus[2:0] == intrIndex_reg)) begin
                    state_next  =   S_StartPolling;
                end
                else if ((~intr_in) && (intr_bus[7:3] != 5'b10100) && (intr_bus[2:0] != intrIndex_reg)) begin
                    state_next  =   S_Reset;
                end
                else begin
                    state_next  =   S_AckISRDonePolling;             
                end
            end
            S_StartPriority: begin  
                if (intr_rq[prior_table_reg[0]]) begin               
                    intrPtr_next    =   prior_table_reg[0];          
                    intrOut_next    =   1'b1;                        
                    state_next      =   S_TxIntInfoPriority;         
                end
                else if (intr_rq[prior_table_reg[1]]) begin          
                    intrPtr_next    =   prior_table_reg[1];          
                    intrOut_next    =   1'b1;
                    state_next      =   S_TxIntInfoPriority;
                end
                else if (intr_rq[prior_table_reg[2]]) begin
                    intrPtr_next    =   prior_table_reg[2];
                    intrOut_next    =   1'b1;
                    state_next      =   S_TxIntInfoPriority;
                end
                else if (intr_rq[prior_table_reg[3]]) begin
                    intrPtr_next    =   prior_table_reg[3];
                    intrOut_next    =   1'b1;
                    state_next      =   S_TxIntInfoPriority;
                end
                else if (intr_rq[prior_table_reg[4]]) begin
                    intrPtr_next    =   prior_table_reg[4];
                    intrOut_next    =   1'b1;
                    state_next      =   S_TxIntInfoPriority;
                end
                else if (intr_rq[prior_table_reg[5]]) begin
                    intrPtr_next    =   prior_table_reg[5];
                    intrOut_next    =   1'b1;
                    state_next      =   S_TxIntInfoPriority;
                end
                else if (intr_rq[prior_table_reg[6]]) begin
                    intrPtr_next    =   prior_table_reg[6];
                    intrOut_next    =   1'b1;
                    state_next      =   S_TxIntInfoPriority;
                end
                else if (intr_rq[prior_table_reg[7]]) begin
                    intrPtr_next    =   prior_table_reg[7];
                    intrOut_next    =   1'b1;
                    state_next      =   S_TxIntInfoPriority;
                end
                else begin                                           
                    state_next  =   S_StartPriority;                 
                end
                oe_next         =   1'b0;                            
            end
            S_TxIntInfoPriority: begin  
                if (~intr_in) begin                                  
                    intrOut_next    =   1'b0;                        
                    intrBus_next    =   {5'b10011, intrPtr_reg};     
                    oe_next         =   1'b1;                        
                    state_next      =   S_AckTxInfoRxPriority;       
                end                                                  
            end
            S_AckTxInfoRxPriority: begin  
                if (~intr_in) begin                                  
                    oe_next         =   1'b0;                        
                    state_next      =   S_AckISRDonePriority;        
                end
            end
            S_AckISRDonePriority: begin  
                if ((~intr_in) && (intr_bus[7:3] == 5'b01100) && (intr_bus[2:0] == intrPtr_reg)) begin
                    state_next  =   S_StartPriority;
                end
                else if ((~intr_in) && (intr_bus[7:3] != 5'b01100) && (intr_bus[2:0] != intrPtr_reg)) begin
                    state_next  =   S_Reset;
                end
                else begin
                    state_next  =   S_AckISRDonePriority;            
                end
            end
            default: begin
                state_next      =   S_Reset;
                oe_next         =   1'b0;
            end
        endcase
    end
    assign intr_out =   intrOut_reg;
    assign intr_bus =   (oe_reg) ? intrBus_reg : 8'bzzzzzzzz;
    assign bus_oe   =   oe_reg;
endmodule  

==> flow_metrics.tcl <==
# yosys + openroad results
set metrics [dict create \
    ys_types 46 \
    clock-sinks 45 \
    yosys_area_mm2 0.00271 \
    ctsResizeCount 0 \
    place_congestion 0.850 \
    syn_inst 284 \
    ys_seq_share_pct 41.7 \
    hold_buffers 0 \
    top_cells_by_area "dfrtp_1, nand2_1, mux4_2, o21ai_0, mux2i_1" \
    synth-warning-count 5 \
    synth_top_cell_by_area "dfrtp_1" \
    ys_seq_elements 45 \
    fp_util_pct 42.1 \
    syn-cell-area_mm2 0.00271 \
    cts_setup_buffers 0 \
    port_buffers 12 \
    avgSynthCellArea_um2 9.53 \
    top_area_share_pct 40.7 \
    htree_levels 2 \
    firstError "[error] [KeplerFormal.cpp:679] Workflow failed: Iso has multiple drivers: .intr_bus1, intr_bus[1]$_DFFE_PP0P_.Q0" \
    status "stopped before the end" \
    hpwl_um 4410 \
    cts-root-buf "clkbuf_8" \
    die_y_um 84.3 \
    ios 21 \
    cts_buffer_depth 2 \
    yosys_cells 284 \
    numCtsBuffers 5 \
    place_area_mm2 0.00286 \
    failed_stage "clock tree synthesis" \
    num_rows 29 \
    die_x_um 84.3 \
]
[synthesized netlist by cell type (all sizes together)]
library cell  number
a32o               3
buf                5
conb               1
nor2              13
o21bai             1
o211ai             2
mux4               7
nand2b             6
nand4              1
o31ai              3
a21o               5
o2bb2ai            1
a221oi             2
a222oi             1
dfstp              1
xnor2              6
nor3               5
ha                 7
o21ai             30
a22o               6
o21a               1
a41oi              1
inv               18
or2                1
a31oi              4
dfrtp             44
a211oi             4
clkbuf             9
mux2i             15
nand3              2
a21oi              5
nand2             52
a22oi              5
mux2               4
o22ai              6
a21boi             3
nor2b              4
[kinds of logic after synthesis]
logic type,synth area share [%]
other,0.139
adders and majority gates,3.24
and+or+nand+nor,13.5
AOI/OAI and AO/OA,20.5
muxes,14.0
DFF,41.7
xor gates and xnor gates,1.94
buffers and inverters,5.09
[through the flow]
stage                     util, %  setup slack, ns  power (W)  hold slack [ns]  std cells
after floorplan                 -             1.89   0.000938            0.447        284
after global placement       44.5             1.17    0.00107            0.495        360
after detailed placement     44.5             1.13    0.00107            0.502        360
Power is estimated from default activity; no workload was simulated.
